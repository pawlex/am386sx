==> config.mk <==
export PLATFORM = sky130hd
export DESIGN_NAME = fifo
export DESIGN_NICKNAME = fifo
export VERILOG_FILES = /design/flow/design.v
export SDC_FILE = /design/flow/constraint.sdc
export NUM_CORES = 4
export LEC_CHECK = 1
export CORE_AREA = 10 10 70 70
export DIE_AREA = 0 0 80 80
==> constraint.sdc <==
current_design fifo

set clk_period 1.8
set clk_io_pct 0.2

create_clock -name clk0 -period $clk_period [get_ports {clk}]

set non_clock_inputs [all_inputs -no_clocks]
set_input_delay [expr $clk_period * $clk_io_pct] -clock clk0 $non_clock_inputs
set_output_delay [expr $clk_period * $clk_io_pct] -clock clk0 [all_outputs]
==> design.v <==
module fifo (
    clk,
    rd,
    reset_n,
    wr,
    wr_data,
    almost_empty,
    almost_full,
    empty,
    full,
    rd_data
);
localparam DWIDTH=40;
localparam NUMENTRIES=2;
    output  almost_empty;
    output  almost_full;
    output  empty;
    output  full;
    output  [ DWIDTH-1: 0] rd_data;
    input   clk;
    input   rd;
    input   reset_n;
    input   wr;
    input   [ DWIDTH-1: 0] wr_data;
    wire    almost_empty;
    wire    almost_full;
    wire    empty;
    reg     [ NUMENTRIES-1: 0] entries;
    reg     [ DWIDTH-1: 0] entry_0;
    reg     [ DWIDTH-1: 0] entry_1;
    wire    full;
    reg     rd_address;
    reg     [ DWIDTH-1: 0] rd_data;
    wire    [ 1: 0 ] rdwr;
    reg     wr_address;
    assign  rdwr = {rd, wr};
    assign  full = entries == NUMENTRIES;
    assign  almost_full = entries >= NUMENTRIES-1;
    assign  empty = entries == 0;
    assign  almost_empty = entries <= NUMENTRIES-1;
    always @(entry_0 or entry_1 or rd_address)
    begin
        case (rd_address) // synthesis parallel_case full_case
            1'd0: begin
                rd_data = entry_0;
            end  
            1'd1: begin
                rd_data = entry_1;
            end  
            default: begin
            end  
        endcase  
    end
    always @(posedge clk or negedge reset_n)
    begin
        if (reset_n == 0)
        begin
            wr_address <= 0;
            rd_address <= 0;
            entries <= 0;
        end
        else
        case (rdwr) // synthesis parallel_case full_case
            2'd1: begin
                if (!full)
                begin
                    entries <= entries + 1;
                    wr_address <= (wr_address == NUMENTRIES-1) ? 0 : (wr_address + 1);
                end
            end  
            2'd2: begin
                if (!empty)
                begin
                    entries <= entries - 1;
                    rd_address <= (rd_address == 1) ? 0 : (rd_address + 1);
                end
            end  
            2'd3: begin
                wr_address <= (wr_address == 1) ? 0 : (wr_address + 1);
                rd_address <= (rd_address == 1) ? 0 : (rd_address + 1);
            end  
            default: begin
            end  
        endcase  
    end
endmodule
==> run.sh <==
#!/bin/bash
# OpenROAD 26Q1-2900-gdf79404cd8, Yosys 0.63+post, stock flow scripts
make -C /OpenROAD-flow-scripts/flow DESIGN_CONFIG=/design/flow/config.mk WORK_HOME=/design/flow/orfs finish
==> results.py <==
# Physical implementation metrics
metrics = {
    "layout": {
        "mostFrequentLayoutCells": "40 x conb_1, 7 x clkdlybuf4s50_1, 4 x buf_4, 3 x clkbuf_4",
        "largest_reg_flops": 2,
        "drive_gt1_share_pct": 16.0,
        "postLayoutCoreUtil_pct": 15.5,
        "nFillCells": 406,
        "reg_top3": "entries x2",
        "layout_top_cell": "conb_1",
        "area_growth_pct": 6.30,
        "regMostFlops": "entries",
        "final_cells": 121,
    },
    "clock_network": {
        "cts_sinks": 2,
        "hold_buffers": 0,
        "cts_buffers": 3,
        "cts_tree": "done",
        "htree_levels": 1,
        "clock_path_buffers": 2,
        "cts.clk_slew.worst_paths_ps": 30,
        "clk-insertion-delay-late_ps": 230,
        "cts-root-buf": "clkbuf_4",
    },
    "placement": {
        "placement.io_buffers": 7,
        "dp_hpwl_um": 857,
        "place_inst": 114,
        "place.gp.congestion": 0.643,
        "pre_cts_slack_ps": 201,
    },
    "sta": {
        "clock.fmax_mhz": 566,
        "setup_slack_ps": 34.2,
        "period_used_pct": 98.1,
        "slew_violations": 0,
        "hold_slack_ps": 295,
        "skew_ps": 0.726,
        "finalHoldViolCount": 0,
        "rsz0062_at_grt": "yes",
        "finalCriticalPeriod_ps": 1770,
        "finalSetupViolCount": 0,
    },
    "global_routing": {
        "grt_pass1_vias": 339,
        "grt_overflow": 0,
        "grt_usage_pct": 2.48,
        "grt_max_degree": 7,
        "grt_first_pass_wirelength_um": 1350,
        "antenna_found_initial": 0,
    },
    "die": {
        "core_util_floorplan_pct": 14.5,
        "die_w_um": 80,
        "die_h_um": 80,
        "rows": 21,
        "die_area_mm2": 0.00640,
        "core-area_mm2": 0.00342,
        "io_pins": 88,
    },
    "pwr": {
        "leakagePower_nw": 0.280,
        "pwr-share-clk_pct": 18.4,
        "power_density_mw_per_mm2": 1040,
        "pwr-share-seq_pct": 17.0,
        "p_int_uw": 365,
        "p_sw_uw": 186,
        "combPwrFrac_pct": 64.5,
        "ir_drop_mv": 0.196,
        "switching_share_pct": 33.7,
    },
    "synth": {
        "yosys.stat.seqShare_pct": 10.1,
        "synth-seq-cells": 2,
        "ys_warn_count": 83,
        "syn_area_per_cell_um2": 8.01,
        "netlist_area_um2": 497,
        "synth.distinct_cells": 15,
        "ys_cells": 62,
        "netlist_instances": 62,
        "ys_area_um2": 497,
    },
    "critical_path": {
        "required_ps": 1440,
        "rrSetupSlack_ps": 480,
        "r2r_cells": 6,
        "critPathMaxFanout": 4,
        "cp_data_arrival_time_ps": 1410,
        "critPathBufInv": 2,
        "critPathTopFamily": "buffers and inverters",
        "rr_endpoint": "entries[1]$_DFFE_PN0P_",
        "cp-end-kind": "output pin",
        "crit_path_start_kind": "flip-flop",
        "crit_type": "flip-flop to output pin",
        "regToRegStartpoint": "entries[0]$_DFFE_PN0P_",
        "cp_slowest_stage_delay_ps": 450,
        "cp_slowest_cell": "clkdlybuf4s50_1",
        "cp_cell_sequence": "inv_2 > ha_1 > nand2b_1 > clkdlybuf4s50_1",
    },
    "detailed_routing": {
        "drc_errors": 0,
        "via_count": 286,
        "dr.pass1.iters": 2,
        "ant_nets": 0,
        "num_antenna_cells": 0,
        "post_drt_wl_per_cell_um": 8.26,
        "drt_iter0_drc": 2,
        "via_per_inst": 2.36,
        "drt_wl_total_um": 1000,
    },
    "run": {
        "warnings": 69,
        "drv_cap": 0,
    },
    "outcome": {
        "status": "complete, no violations",
    },
    "min_path": {
        "hold_path.class": "input pin to async pin",
    },
}
-- worst reg2reg max path: cells and delay by family (launching register included) --
kind	cells	cell delay, ps
AND-OR/OR-AND	2	400
flip-flops	1	400
buffers and inverters	2	210
AND/OR/NAND/NOR	1	40
adder cells (fa/ha/maj)	1	190
-- worst max-delay path by stage --
stage                 startpoint           end  cells after the start
4_1_cts   entries[0]$_DFFE_PN0P_         empty                      3
6_report  entries[1]$_DFFE_PN0P_  almost_empty                      4
5_1_grt   entries[1]$_DFFE_PN0P_  almost_empty                      4
-- layout make-up --
type                       count  area, um^2  area share (%)
sequential                     2        50.0            9.48
timing repair buffer          11         100            19.0
inverter                       3        11.3            2.13
clock buffer                   3        22.5            4.27
tap                           46        57.6            10.9
multi-input combinational     56         287            54.3
-- power groups by stage --
stage	registers [mW]	clock network, mW	logic, mW
global route	0.0988	0.110	0.402
CTS	0.0941	0.108	0.324
finish	0.0938	0.102	0.356
-- per-layer routing --
metal	vias to the layer above	global-route usage, %	share of wire [%]
met4	0	0.528	0
met3	0	0.909	7.3
met1	121	2.72	43
met5	-	0	0
li1	140	-	-
met2	25	4.41	49
-- cell families (layout without fill, tap and decap cells) --
logic type / Yosys count / after routing / synth area share (%)
buf+inv: 43 / 17 / 62.7
simple gates: 7 / 7 / 7.31
fa+ha+maj: 4 / 4 / 10.1
compound gates: 4 / 4 / 7.31
flops: 2 / 2 / 10.1
other cells: 1 / 40 / 0.755
xor+xnor: 1 / 1 / 1.76
-- stage by stage --
step	cell area, um^2	setup TNS, ps	total power [mW]
after global placement	470	0	0.382
after CTS	510	0	0.526
final	528	0	0.551
after global routing	528	-57.8	0.610
after detailed placement	470	0	0.383
after floorplan	643	0	0.301
-- repair_timing --
item | CTS | global route
endpoints found under the hold margin | 0 | 0
buffers inserted | 2 | 2
setup endpoints to repair | 2 | 4
gates resized | 1 | 2
-- cells in the mapped netlist --
master / count / area share, %
buf_4: 40 / 60
ha_1: 4 / 10
dfrtp_1: 2 / 10
inv_1: 2 / 1.5
nor2_1: 2 / 1.5
nor2b_1: 2 / 2.5
nor3_1: 2 / 2.0
a211oi_2: 1 / 2.5
a22o_1: 1 / 1.8
a22oi_1: 1 / 1.5
conb_1: 1 / 0.75
inv_2: 1 / 0.75
nand2b_1: 1 / 1.3
o21a_1: 1 / 1.5
xnor2_1: 1 / 1.8
Power figures rest on the tool's default switching activity, not on a simulated workload.
