## ./design.v

```verilog
module busprobe(
    input clk2x,     
    input clk4x,     
    input reset_n,
    input ads_b,
    input ready_b,
    input [ ADDRESS_WIDTH-1 : 0 ] address_i,
    input [ DATA_WIDTH-1    : 0 ] data_i,
    input [ 1 : 0 ] BE,        
    input [ 2 : 0 ] control,   
    output addrl_sout,
    output addrh_sout,
    output addrx_sout,
    output datal_sout,
    output datah_sout,
    output cs_n
    );
    localparam ADDRESS_WIDTH    = 24;
    localparam DATA_WIDTH       = 16;
    localparam SERIAL_WIDTH     = 8;
    reg [ ADDRESS_WIDTH-1 : 0 ] address_ff;
    reg [ DATA_WIDTH-1    : 0 ] wrdata_ff;
    reg [ DATA_WIDTH-1    : 0 ] rddata_ff;
    reg [ 1 : 0 ] be_ff;
    reg [ 2 : 0 ] control_ff;
    reg sample;
    wire mem_read;    assign mem_read    = ( control[2]    &  control[0]    );
    wire mem_write;   assign mem_write   = ( control[2]    & !control[0]    );
    wire mem_read_f;  assign mem_read_f  = ( control_ff[2] &  control_ff[0] );
    wire mem_write_f; assign mem_write_f = ( control_ff[2] & !control_ff[0] );
    always @(negedge clk2x or negedge reset_n) begin
        if(!reset_n) begin
            address_ff <= 24'hBEBEBE;
        end else if(mem_read | mem_write & cs_n) begin
            address_ff <= address_i;
            wrdata_ff  <= data_i;
            be_ff      <= BE;
            control_ff <= control;
        end 
    end
    always @(negedge clk2x or negedge reset_n) begin
        if(!reset_n) begin
            rddata_ff <= 8'hBEBE;
        end else if(mem_read_f | mem_write_f & cs_n) begin
            rddata_ff <= data_i;
        end
    end
    wire [15:0] data; assign data = mem_read_f ? rddata_ff : wrdata_ff;
    wire run; assign run = sample & cs_n;  
    always @(posedge clk2x or negedge reset_n) begin
        if(!reset_n) begin
            sample     <= 0;
        end else begin
            if( !ready_b & cs_n ) sample <= 1;
            else sample <= 0;
        end
    end
    p2s #(.WIDTH(8)) p2sAddressL 
    (.clk(clk4x), .reset_n(reset_n), .d_in( address_ff [7 : 0] ), .run(run), .d_out(addrl_sout), .idle(cs_n) );
    p2s #(.WIDTH(8)) p2sAddressH 
    (.clk(clk4x), .reset_n(reset_n), .d_in( address_ff [15: 8] ), .run(run), .d_out(addrh_sout), .idle() );
    p2s #(.WIDTH(8)) p2sAddressX 
    (.clk(clk4x), .reset_n(reset_n), .d_in( address_ff [23:16] ), .run(run), .d_out(addrx_sout), .idle() );
    p2s #(.WIDTH(8)) DataLow 
    (.clk(clk4x), .reset_n(reset_n), .d_in( data[ 7 : 0 ] ), .run(run), .d_out(datal_sout), .idle() );
    p2s #(.WIDTH(8)) DataHigh 
    (.clk(clk4x), .reset_n(reset_n), .d_in( data[ 15: 8 ] ), .run(run), .d_out(datah_sout), .idle() );
endmodule
module p2s
       (
           input  clk,
           input  reset_n,
           input  [WIDTH-1:0] d_in,
           input  run,      
           output d_out,    
           output idle      
       );
parameter WIDTH = 8;
reg [WIDTH-1:0] counter_ff;  
reg [WIDTH-1:0] data_ff;
reg idle_ff;
assign d_out = data_ff[counter_ff];
assign idle = ~(idle_ff | |counter_ff);
always @(posedge clk) begin
    idle_ff <= (|counter_ff);
end
always @(posedge clk or negedge reset_n)
    if(!reset_n) begin
        counter_ff <= 0;
        data_ff <= 0;
    end else begin
        if(run && idle) begin
            data_ff <= d_in;
            counter_ff <= WIDTH-1;
        end else begin
            if(counter_ff) counter_ff <= counter_ff - 1'b1;
        end
    end
endmodule
```

## ./run.sh

```bash
#!/bin/bash
# OpenROAD 26Q1-2900-gdf79404cd8, Yosys 0.63+post, stock flow scripts
make -C /OpenROAD-flow-scripts/flow DESIGN_CONFIG=/design/flow/config.mk WORK_HOME=/design/flow/orfs finish
```

## ./config.mk

```make
export PLATFORM = sky130hd
export DESIGN_NAME = busprobe
export DESIGN_NICKNAME = busprobe
export VERILOG_FILES = /design/flow/design.v
export SDC_FILE = /design/flow/constraint.sdc
export NUM_CORES = 4
export LEC_CHECK = 1
export CORE_UTILIZATION = 40
```

## ./constraint.sdc

```tcl
current_design busprobe

set clk_period 8.2
set clk_io_pct 0.2

create_clock -name clk0 -period $clk_period [get_ports {clk2x}]
create_clock -name clk1 -period $clk_period [get_ports {clk4x}]

set non_clock_inputs [all_inputs -no_clocks]
set_input_delay [expr $clk_period * $clk_io_pct] -clock clk0 $non_clock_inputs
set_output_delay [expr $clk_period * $clk_io_pct] -clock clk0 [all_outputs]
```

==> results.sh <==
# physical design summary
export IMPL_syn_area_sq_um=6270
export IMPL_utilization_pct=51.1
export IMPL_final_max_slew_violation_count=0
export IMPL_hpwl_um=7330
export IMPL_drtAntennaViolNets=0
export IMPL_crit_buf_inv=2
export IMPL_ctsResizeCount=0
export IMPL_netlist_top_cells_area="dfrtp_1 (32%), dfstp_2 (10%), mux2_2 (9.3%), edfxtp_1 (8.6%), mux2_1 (7.2%)"
export IMPL_chip_area_sq_um=16200
export IMPL_fin_setup_tns_ns=0
export IMPL_end_kind="flop"
export IMPL_fp_row_count=45
export IMPL_initCoreUtil_pct=41.1
export IMPL_log_warning_count=72
export IMPL_maximum_number_of_pins_on_one_net_before_global_route_repair=52
export IMPL_cpPeakStageDelay_ns=0.46
export IMPL_cts_tree="yes"
export IMPL_number_of_cells_in_the_yosys_synthesis_report=433
export IMPL_ir_worst_vdd_mv=0.146
export IMPL_postRouteWirelength_um=10900
export IMPL_synth_cell_type_count=56
export IMPL_enable_flop_cells=18
export IMPL_cts_repair_timing_setup_buffer_count=0
export IMPL_die_height_um=127
export IMPL_synth_seq_area_share_pct=59.0
export IMPL_max_slew_margin_pct=50.2
export IMPL_post_synth_top_area_fraction_pct=32.3
export IMPL_worst_endpoint_required_ns=4.28
export IMPL_ctsHoldBuffers=0
export IMPL_grt_pass1_vias=3911
export IMPL_fin_cells=763
export IMPL_final_hold_violation_count=0
export IMPL_grt_pass1_wl_um=19200
export IMPL_worst_pin_slew_ns=0.744
export IMPL_count_of_mapped_cells_out_of_synthesis=433
export IMPL_timing_worst_setup_path_type="in -> reg"
export IMPL_globalRouteOverflowTotal=0
export IMPL_path_delay_family="buffers and inverters"
export IMPL_filler_cell_count=1254
export IMPL_critical_path_slowest_cell="clkdlybuf4s50_1"
export IMPL_dpl_worst_slack_ns=0.732
export IMPL_yosys_area_sq_um=6270
export IMPL_power_density_nw_per_um2=304
export IMPL_grt_use_total_pct=15.7
export IMPL_place_detailed_instances=690
export IMPL_syn_area_per_cell_sq_um=14.5
export IMPL_report_final_setup_viol=0
export IMPL_cap_violations=0
export IMPL_vias=3720
export IMPL_gp_congestion=0.782
export IMPL_routedWlPerCell_um=14.2
export IMPL_setup_ws_ns=1.12
export IMPL_grt_setup_unrepaired="false"
export IMPL_register_area_sq_um=3700
export IMPL_design_core_area_sq_um=15300
export IMPL_worstPathMaxFanout=21
export IMPL_dieWidth_um=127
export IMPL_flop_cell="dfrtp_1"
export IMPL_clock_skew_final_ns=0.0452
export IMPL_ys_ff=144
export IMPL_timing_critical_path_from_type="primary input"
export IMPL_number_of_warnings_reported_in_the_yosys_synthesis_log=3
export IMPL_synth_most_common_cell="dfrtp_1"
export IMPL_drc=0
export IMPL_insertedDiodeCount=0
export IMPL_ys_top_cells_by_count="dfrtp_1 (81), mux2_2 (52), mux2_1 (40)"
export IMPL_hold_path_class="reg -> reg"
export IMPL_post_route_cells_drive_above_1_share_pct=28.4
export IMPL_logic_area_sq_um=2450
export IMPL_asyncSetResetFlopFracSynth_pct=84.0
export IMPL_floorplan_io_pins=56
export IMPL_cts_sink_count=144
export IMPL_total_leakage_power_uw=0.00352
export IMPL_drt_iter0_drc=145
export IMPL_cp_data_arrival_time_ns=3.16
export IMPL_outcome="complete, no violations"
export IMPL_antenna_found_initial=0
export IMPL_critical_path_cell_chain="clkdlybuf4s50_1 > o21ai_2 > buf_4 > mux2_2"
export IMPL_route_detailed_vias_per_inst=4.88
export IMPL_synthToLayoutAreaGrowth_pct=24.2
export IMPL_worst_setup_hold_path_clk_slew_ns=0.04
export IMPL_first_pass_iters=4
export IMPL_yosys_area_top_type="dfrtp_1"
export IMPL_io_buffer_count=50
power by group:
part	total (uW)	internal [uW]	leakage [uW]	switching (uW)
clock network	893	537	0.000536	356
registers	1030	880	0.00168	152
logic	440	263	0.00131	177
total	2370	1680	0.00352	685
placed cells by master, fill, tap and decap left out, types with 10 or more instances in the layout:
cell             instances
dfrtn_1                 16
nor3_1                  23
clkdlybuf4s50_1         49
mux4_2                  10
dfstp_2                 24
mux2_4                  15
clkbuf_16               19
nand2_1                 21
mux2_2                  52
o21ai_0                 10
mux2_1                  40
nor2_1                  13
dfrtp_1                 81
inv_1                   56
edfxtp_1                18
layer usage:
layer	part of all wire, %	vias to the layer above	GRT usage, %
li1	-	1795	-
met1	48	1833	24.0
met2	45	77	23.6
met3	5.9	15	5.59
met4	1.4	0	1.89
met5	0	-	0
registers in the layout, summed over array words and instances (netlist names):
register and flops:
p2sAddressL.idle_ff 1, address_ff 24, p2sAddressX.counter_ff 8, rddata_ff 16, DataHigh.data_ff 8, DataHigh.idle_ff 1
p2sAddressH.counter_ff 8, p2sAddressL.data_ff 8, p2sAddressH.data_ff 8, sample 1, DataLow.counter_ff 8, DataLow.data_ff 8
p2sAddressL.counter_ff 8, control_ff 2, p2sAddressX.idle_ff 1, p2sAddressH.idle_ff 1, DataLow.idle_ff 1, p2sAddressX.data_ff 8
DataHigh.counter_ff 8, wrdata_ff 16
area by class of cell:
cell class / instances / share of cell area (%)
inverter: 16 / 0.771
multi-input combinational: 263 / 31.4
tap: 211 / 3.39
timing repair buffer: 55 / 6.87
clock buffer: 21 / 6.45
clock inverter: 53 / 3.66
sequential: 144 / 47.5
final timing paths:
path,slack (ns),startpoint,cells after the start,end
max,1.12,control[0],4,address_ff[8]
min,0.44,rddata_ff[12],1,rddata_ff[12]
max reg2reg,1.53,p2sAddressL.counter_ff[0],7,address_ff[6]
min reg2reg,0.44,rddata_ff[12],1,rddata_ff[12]
max in group asynchronous,1.86,reset_n,2,address_ff[23]
max in group clk1,2.28,control_ff[0],3,DataHigh.data_ff[5]
min in group clk1,0.49,p2sAddressH.data_ff[1],1,p2sAddressH.data_ff[1]
min in group asynchronous,1.27,reset_n,1,p2sAddressH.counter_ff[7]
logic make-up after synthesis:
group	share of synthesized area [%]
XOR/XNOR	1.40
buffers and inverters	2.03
multiplexers	24.3
adder cells (fa/ha/maj)	0.997
AND-OR/OR-AND	3.35
flip-flops	59.0
AND/OR/NAND/NOR	8.94
through the flow:
step           hold WS [ns]  area (sq um)  power [uW]
2_1_floorplan         0.421          6270        1370
6_report              0.440          7790        2370
3_5_place_dp          0.442          7010        1520
5_1_grt               0.444          7790        2530
4_1_cts               0.442          7790        2400
3_3_place_gp          0.430          7010        1500
Power is estimated from default activity; no workload was simulated.
