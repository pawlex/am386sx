--- flow/design.v ---
`timescale 1ns / 1ps
module efifo (
           clk,
           rd,
           reset_n,
           wr,
           wr_data,
           almost_empty,
           almost_full,
           empty,
           full,
           rd_data
       )
       ;
output           almost_empty;
output           almost_full;
output           empty;
output           full;
output  [ 40: 0] rd_data;
input            clk;
input            rd;
input            reset_n;
input            wr;
input   [ 40: 0] wr_data;
wire             almost_empty;
wire             almost_full;
wire             empty;
reg     [  1: 0] entries;
reg     [ 40: 0] entry_0;
reg     [ 40: 0] entry_1;
wire             full;
reg              rd_address;
reg     [ 40: 0] rd_data;
wire    [  1: 0] rdwr;
reg              wr_address;
assign rdwr = {rd, wr};
assign full = entries == 2;
assign almost_full = entries >= 1;
assign empty = entries == 0;
assign almost_empty = entries <= 1;
always @(entry_0 or entry_1 or rd_address)
begin
    case (rd_address) // synthesis parallel_case full_case
        1'd0: begin
            rd_data = entry_0;
        end  
        1'd1: begin
            rd_data = entry_1;
        end  
        default: begin
        end  
    endcase  
end
always @(posedge clk or negedge reset_n)
begin
    if (reset_n == 0)
    begin
        wr_address <= 0;
        rd_address <= 0;
        entries <= 0;
    end
    else
    case (rdwr) // synthesis parallel_case full_case
        2'd1: begin
            if (!full)
            begin
                entries <= entries + 1;
                wr_address <= (wr_address == 1) ? 0 : (wr_address + 1);
            end
        end  
        2'd2: begin
            if (!empty)
            begin
                entries <= entries - 1;
                rd_address <= (rd_address == 1) ? 0 : (rd_address + 1);
            end
        end  
        2'd3: begin
            wr_address <= (wr_address == 1) ? 0 : (wr_address + 1);
            rd_address <= (rd_address == 1) ? 0 : (rd_address + 1);
        end  
        default: begin
        end  
    endcase  
end
always @(posedge clk)
begin
    if (wr & !full)
    case (wr_address) // synthesis parallel_case full_case
        1'd0: begin
            entry_0 <= wr_data;
        end  
        1'd1: begin
            entry_1 <= wr_data;
        end  
        default: begin
        end  
    endcase  
end
endmodule
    // synthesis translate_off
`timescale 1ns / 1ps
    // synthesis translate_on
    module nios_system_sdram (
        az_addr,
        az_be_n,
        az_cs,
        az_data,
        az_rd_n,
        az_wr_n,
        clk,
        reset_n,
        za_data,
        za_valid,
        za_waitrequest,
        zs_addr,
        zs_ba,
        zs_cas_n,
        zs_cke,
        zs_cs_n,
        zs_dq,
        zs_dqm,
        zs_ras_n,
        zs_we_n
    )
    ;
output  [ 15: 0] za_data;
output           za_valid;
output           za_waitrequest;
output  [ 11: 0] zs_addr;
output  [  1: 0] zs_ba;
output           zs_cas_n;
output           zs_cke;
output           zs_cs_n;
inout   [ 15: 0] zs_dq;
output  [  1: 0] zs_dqm;
output           zs_ras_n;
output           zs_we_n;
input   [ 21: 0] az_addr;
input   [  1: 0] az_be_n;
input            az_cs;
input   [ 15: 0] az_data;
input            az_rd_n;
input            az_wr_n;
input            clk;
input            reset_n;
wire    [ 23: 0] CODE;
reg              ack_refresh_request;
reg     [ 21: 0] active_addr;
wire    [  1: 0] active_bank;
reg              active_cs_n;
reg     [ 15: 0] active_data;
reg     [  1: 0] active_dqm;
reg              active_rnw;
wire             almost_empty;
wire             almost_full;
wire             bank_match;
wire    [  7: 0] cas_addr;
wire             clk_en;
wire    [  3: 0] cmd_all;
wire    [  2: 0] cmd_code;
wire             cs_n;
wire             csn_decode;
wire             csn_match;
wire    [ 21: 0] f_addr;
wire    [  1: 0] f_bank;
wire             f_cs_n;
wire    [ 15: 0] f_data;
wire    [  1: 0] f_dqm;
wire             f_empty;
reg              f_pop;
wire             f_rnw;
wire             f_select;
wire    [ 40: 0] fifo_read_data;
reg     [ 11: 0] i_addr;
reg     [  3: 0] i_cmd;
reg     [  2: 0] i_count;
reg     [  2: 0] i_next;
reg     [  2: 0] i_refs;
reg     [  2: 0] i_state;
reg              init_done;
reg     [ 11: 0] m_addr  ;
reg     [  1: 0] m_bank  ;
reg     [  3: 0] m_cmd  ;
reg     [  2: 0] m_count;
reg     [ 15: 0] m_data  ;
reg     [  1: 0] m_dqm  ;
reg     [  8: 0] m_next;
reg     [  8: 0] m_state;
reg              oe  ;
wire             pending;
wire             rd_strobe;
reg     [  1: 0] rd_valid;
reg     [ 12: 0] refresh_counter;
reg              refresh_request;
wire             rnw_match;
wire             row_match;
wire    [ 23: 0] txt_code;
reg              za_cannotrefresh;
reg     [ 15: 0] za_data  ;
reg              za_valid;
wire             za_waitrequest;
wire    [ 11: 0] zs_addr;
wire    [  1: 0] zs_ba;
wire             zs_cas_n;
wire             zs_cke;
wire             zs_cs_n;
wire    [ 15: 0] zs_dq;
wire    [  1: 0] zs_dqm;
wire             zs_ras_n;
wire             zs_we_n;
assign clk_en = 1;
assign {zs_cs_n, zs_ras_n, zs_cas_n, zs_we_n} = m_cmd;
assign zs_addr = m_addr;
assign zs_cke = clk_en;
assign zs_dq = oe?m_data:{16{1'bz}};
assign zs_dqm = m_dqm;
assign zs_ba = m_bank;
assign f_select = f_pop & pending;
assign f_cs_n = 1'b0;
assign cs_n = f_select ? f_cs_n : active_cs_n;
assign csn_decode = cs_n;
assign {f_rnw, f_addr, f_dqm, f_data} = fifo_read_data;
assign za_waitrequest = (init_done) ? fifo_waitrequest : 1'b1;  
wire fifo_waitrequest;
efifo efifo0
      (
          .almost_empty (almost_empty),
          .almost_full  (almost_full),
          .clk          (clk),
          .empty        (f_empty),
          .full         (fifo_waitrequest),
          .rd           (f_select),
          .rd_data      (fifo_read_data),
          .reset_n      (reset_n),
          .wr           ((~az_wr_n | ~az_rd_n) & !za_waitrequest),
          .wr_data      ({az_wr_n, az_addr, az_wr_n ? 2'b0 : az_be_n, az_data})
      );
assign f_bank = {f_addr[21],f_addr[8]};
always @(posedge clk or negedge reset_n)
begin
    if (reset_n == 0)
        refresh_counter <= 5000;
    else if (refresh_counter == 0)
        refresh_counter <= 781;
    else
        refresh_counter <= refresh_counter - 1'b1;
end
always @(posedge clk or negedge reset_n)
begin
    if (reset_n == 0)
        refresh_request <= 0;
    else if (1)
        refresh_request <= ((refresh_counter == 0) | refresh_request) & ~ack_refresh_request & init_done;
end
always @(posedge clk or negedge reset_n)
begin
    if (reset_n == 0)
        za_cannotrefresh <= 0;
    else if (1)
        za_cannotrefresh <= (refresh_counter == 0) & refresh_request;
end
always @(posedge clk or negedge reset_n)
begin
    if (reset_n == 0)
        init_done <= 0;
    else if (1)
        init_done <= init_done | (i_state == 3'b101);
end
always @(posedge clk or negedge reset_n)
begin
    if (reset_n == 0)
    begin
        i_state <= 3'b000;
        i_next <= 3'b000;
        i_cmd <= 4'b1111;
        i_addr <= {12{1'b1}};
        i_count <= {3{1'b0}};
    end
    else
    begin
        i_addr <= {12{1'b1}};
        case (i_state) // synthesis parallel_case full_case
            3'b000: begin
                i_cmd <= 4'b1111;
                i_refs <= 3'b0;
                if (refresh_counter == 0)
                    i_state <= 3'b001;
            end  
            3'b001: begin
                i_state <= 3'b011;
                i_cmd <= {{1{1'b0}},3'h2};
                i_count <= 0;
                i_next <= 3'b010;
            end  
            3'b010: begin
                i_cmd <= {{1{1'b0}},3'h1};
                i_refs <= i_refs + 1'b1;
                i_state <= 3'b011;
                i_count <= 3;
                if (i_refs == 3'h1)
                    i_next <= 3'b111;
                else
                    i_next <= 3'b010;
            end  
            3'b011: begin
                i_cmd <= {{1{1'b0}},3'h7};
                if (i_count > 1)
                    i_count <= i_count - 1'b1;
                else
                    i_state <= i_next;
            end  
            3'b101: begin
                i_state <= 3'b101;
            end  
            3'b111: begin
                i_state <= 3'b011;
                i_cmd <= {{1{1'b0}},3'h0};
                i_addr <= {{2{1'b0}},1'b0,2'b00,3'h2,4'h0};
                i_count <= 4;
                i_next <= 3'b101;
            end  
            default: begin
                i_state <= 3'b000;
            end  
        endcase  
    end
end
assign active_bank = {active_addr[21],active_addr[8]};
assign csn_match = active_cs_n == f_cs_n;
assign rnw_match = active_rnw == f_rnw;
assign bank_match = active_bank == f_bank;
assign row_match = {active_addr[20 : 9]} == {f_addr[20 : 9]};
assign pending = csn_match && rnw_match && bank_match && row_match && !f_empty;
assign cas_addr = f_select ? { {4{1'b0}},f_addr[7 : 0] } : { {4{1'b0}},active_addr[7 : 0] };
always @(posedge clk or negedge reset_n)
begin
    if (reset_n == 0)
    begin
        m_state <= 9'b000000001;
        m_next <= 9'b000000001;
        m_cmd <= 4'b1111;
        m_bank <= 2'b00;
        m_addr <= 12'b000000000000;
        m_data <= 16'b0000000000000000;
        m_dqm <= 2'b00;
        m_count <= 3'b000;
        ack_refresh_request <= 1'b0;
        f_pop <= 1'b0;
        oe <= 1'b0;
    end
    else
    begin
        f_pop <= 1'b0;
        oe <= 1'b0;
        case (m_state) // synthesis parallel_case full_case
            9'b000000001: begin
                if (init_done)
                begin
                    if (refresh_request)
                        m_cmd <= {{1{1'b0}},3'h7};
                    else
                        m_cmd <= 4'b1111;
                    ack_refresh_request <= 1'b0;
                    if (refresh_request)
                    begin
                        m_state <= 9'b001000000;
                        m_next <= 9'b010000000;
                        m_count <= 0;
                        active_cs_n <= 1'b1;
                    end
                    else if (!f_empty)
                    begin
                        f_pop <= 1'b1;
                        active_cs_n <= f_cs_n;
                        active_rnw <= f_rnw;
                        active_addr <= f_addr;
                        active_data <= f_data;
                        active_dqm <= f_dqm;
                        m_state <= 9'b000000010;
                    end
                end
                else
                begin
                    m_addr <= i_addr;
                    m_state <= 9'b000000001;
                    m_next <= 9'b000000001;
                    m_cmd <= i_cmd;
                end
            end  
            9'b000000010: begin
                m_state <= 9'b000000100;
                m_cmd <= {csn_decode,3'h3};
                m_bank <= active_bank;
                m_addr <= active_addr[20 : 9];
                m_data <= active_data;
                m_dqm <= active_dqm;
                m_count <= 1;
                m_next <= active_rnw ? 9'b000001000 : 9'b000010000;
            end  
            9'b000000100: begin
                if (m_next == 9'b010000000)
                    m_cmd <= {{1{1'b0}},3'h7};
                else
                    m_cmd <= {csn_decode,3'h7};
                if (m_count > 1)
                    m_count <= m_count - 1'b1;
                else
                    m_state <= m_next;
            end  
            9'b000001000: begin
                m_cmd <= {csn_decode,3'h5};
                m_bank <= f_select ? f_bank : active_bank;
                m_dqm <= f_select ? f_dqm  : active_dqm;
                m_addr <= cas_addr;
                if (pending)
                begin
                    if (refresh_request)
                    begin
                        m_state <= 9'b000000100;
                        m_next <= 9'b000000001;
                        m_count <= 1;
                    end
                    else
                    begin
                        f_pop <= 1'b1;
                        active_cs_n <= f_cs_n;
                        active_rnw <= f_rnw;
                        active_addr <= f_addr;
                        active_data <= f_data;
                        active_dqm <= f_dqm;
                    end
                end
                else
                begin
                    if (~pending & f_pop)
                        m_cmd <= {csn_decode,3'h7};
                    m_state <= 9'b100000000;
                end
            end  
            9'b000010000: begin
                m_cmd <= {csn_decode,3'h4};
                oe <= 1'b1;
                m_data <= f_select ? f_data : active_data;
                m_dqm <= f_select ? f_dqm  : active_dqm;
                m_bank <= f_select ? f_bank : active_bank;
                m_addr <= cas_addr;
                if (pending)
                begin
                    if (refresh_request)
                    begin
                        m_state <= 9'b000000100;
                        m_next <= 9'b000000001;
                        m_count <= 1;
                    end
                    else
                    begin
                        f_pop <= 1'b1;
                        active_cs_n <= f_cs_n;
                        active_rnw <= f_rnw;
                        active_addr <= f_addr;
                        active_data <= f_data;
                        active_dqm <= f_dqm;
                    end
                end
                else
                begin
                    if (~pending & f_pop)
                    begin
                        m_cmd <= {csn_decode,3'h7};
                        oe <= 1'b0;
                    end
                    m_state <= 9'b100000000;
                end
            end  
            9'b000100000: begin
                m_cmd <= {csn_decode,3'h7};
                if (m_count > 1)
                    m_count <= m_count - 1'b1;
                else
                begin
                    m_state <= 9'b001000000;
                    m_count <= 0;
                end
            end  
            9'b001000000: begin
                m_state <= 9'b000000100;
                m_addr <= {12{1'b1}};
                if (refresh_request)
                    m_cmd <= {{1{1'b0}},3'h2};
                else
                    m_cmd <= {csn_decode,3'h2};
            end  
            9'b010000000: begin
                ack_refresh_request <= 1'b1;
                m_state <= 9'b000000100;
                m_cmd <= {{1{1'b0}},3'h1};
                m_count <= 3;
                m_next <= 9'b000000001;
            end  
            9'b100000000: begin
                m_cmd <= {csn_decode,3'h7};
                if (refresh_request)
                    m_state <= 9'b000000001;
                else  
                    if (!f_empty)
                        if (csn_match && rnw_match && bank_match && row_match)
                        begin
                            m_state <= f_rnw ? 9'b000001000 : 9'b000010000;
                            f_pop <= 1'b1;
                            active_cs_n <= f_cs_n;
                            active_rnw <= f_rnw;
                            active_addr <= f_addr;
                            active_data <= f_data;
                            active_dqm <= f_dqm;
                        end
                        else
                        begin
                            m_state <= 9'b001000000;
                            m_next <= 9'b000000001;
                            m_count <= 0;
                        end
            end  
            // synthesis translate_off
            default: begin
                m_state <= m_state;
                m_cmd <= 4'b1111;
                f_pop <= 1'b0;
                oe <= 1'b0;
            end  
            // synthesis translate_on
        endcase  
    end
end
assign rd_strobe = m_cmd[2 : 0] == 3'h5;
always @(posedge clk or negedge reset_n)
begin
    if (reset_n == 0)
        rd_valid <= {2{1'b0}};
    else
        rd_valid <= (rd_valid << 1) | { {1{1'b0}}, rd_strobe };
end
always @(posedge clk or negedge reset_n)
begin
    if (reset_n == 0)
        za_data <= 0;
    else
        za_data <= zs_dq;
end
always @(posedge clk or negedge reset_n)
begin
    if (reset_n == 0)
        za_valid <= 0;
    else if (1)
        za_valid <= rd_valid[1];
end
assign cmd_code = m_cmd[2 : 0];
assign cmd_all = m_cmd;
//synthesis translate_off
initial
begin
    $write("\n");
    $write("This reference design requires a vendor simulation model.\n");
    $write("To simulate accesses to SDRAM, you must:\n");
    $write("	 - Download the vendor model\n");
    $write("	 - Install the model in the system_sim directory\n");
    $write("	 - `include the vendor model in the the top-level system file,\n");
    $write("	 - Instantiate sdram simulation models and wire them to testbench signals\n");
    $write("	 - Be aware that you may have to disable some timing checks in the vendor model\n");
    $write("		   (because this simulation is zero-delay based)\n");
    $write("\n");
end
assign txt_code = (cmd_code == 3'h0)? 24'h4c4d52 :
       (cmd_code == 3'h1)? 24'h415246 :
       (cmd_code == 3'h2)? 24'h505245 :
       (cmd_code == 3'h3)? 24'h414354 :
       (cmd_code == 3'h4)? 24'h205752 :
       (cmd_code == 3'h5)? 24'h205244 :
       (cmd_code == 3'h6)? 24'h425354 :
       (cmd_code == 3'h7)? 24'h4e4f50 :
       24'h424144;
assign CODE = &(cmd_all|4'h7) ? 24'h494e48 : txt_code;
//synthesis translate_on
endmodule
--- flow/run.sh ---
#!/bin/bash
# OpenROAD 26Q1-2900-gdf79404cd8, Yosys 0.63+post, stock flow scripts
make -C /OpenROAD-flow-scripts/flow DESIGN_CONFIG=/design/flow/config.mk WORK_HOME=/design/flow/orfs finish
--- flow/config.mk ---
export PLATFORM = sky130hd
export DESIGN_NAME = nios_system_sdram
export DESIGN_NICKNAME = nios_system_sdram
export VERILOG_FILES = /design/flow/design.v
export SDC_FILE = /design/flow/constraint.sdc
export NUM_CORES = 4
export LEC_CHECK = 1
export CORE_UTILIZATION = 50
--- flow/constraint.sdc ---
current_design nios_system_sdram

set clk_period 13.2
set clk_io_pct 0.2

create_clock -name clk0 -period $clk_period [get_ports {clk}]

set non_clock_inputs [all_inputs -no_clocks]
set_input_delay [expr $clk_period * $clk_io_pct] -clock clk0 $non_clock_inputs
set_output_delay [expr $clk_period * $clk_io_pct] -clock clk0 [all_outputs]
==> run summary <==
Implementation results. Ranked by total cell area, the synthesized netlist is headed by sky130_fd_sc_hd__edfxtp_1 40%, sky130_fd_sc_hd__dfrtp_1 23%, sky130_fd_sc_hd__mux2_2 5.1%. The synthesis report names the predominant flop master as sky130_fd_sc_hd__edfxtp_1. Synthesized chip area reported by yosys landed at 9582 sq um.

The congestion estimate from routability-driven global placement came to 0.8601. Ranked by instance count, the synthesized netlist is headed by 127 x sky130_fd_sc_hd__edfxtp_1, 88 x sky130_fd_sc_hd__dfrtp_1, 55 x sky130_fd_sc_hd__nor2_1, 43 x sky130_fd_sc_hd__mux2_2, 40 x sky130_fd_sc_hd__nand2_1. Vertical die dimension landed at 140.4 um. The tree is rooted in a sky130_fd_sc_hd__clkbuf_16.

Number of warning messages in the yosys log landed at 6. The first error in the log reads "[error] [KeplerFormal.cpp:679] Workflow failed: Iso has multiple drivers: .zs_dq0, zs_dq[0]$_DFFE_PN0P_.Q0". Number of buffer cells added on primary ports landed at 81.

In this run the number of H-tree levels came out at 1. Once the floorplan was initialized, standard cells occupied 51.05% of the core. Area share of the largest cell type after synthesis landed at 39.80%. The run ended at 4_1_cts. Clock tree synthesis found a total of 231 sinks. Total half-perimeter wirelength after legalization and detailed placement landed at 11470 um.

In the synthesized netlist the async set-or-reset flop fraction comes to 45.02%. Summed over all instances, the cell type with the most area after synthesis is sky130_fd_sc_hd__edfxtp_1. A synthesized cell averages 13.99 sq um.

Per the Yosys statistics, synthesis produced 685 cells. Register bit count reported by yosys landed at 231. 100 I/O pins were placed. Number of cell rows landed at 50.

Post-cts repair resize count landed at 0. Looking at the post-CTS report, the setup buffer insertion count equals 0. For this run the top cell type by instance count after synthesis was sky130_fd_sc_hd__edfxtp_1. Post-synthesis cell count landed at 685. Number of distinct library cells after synthesis landed at 68. Proportion of synthesized chip area in sequential cells landed at 67.17%.

Die boundary width landed at 140.4 um. Once placement finished, the instance area stood at 10610 sq um. Number of buffers on the longest clock path landed at 3.

Netlist area before placement landed at 9582 sq um. The post-synth count of flops with an enable pin is 127. TritonCTS created 25 clock buffers. The run stopped with a tool error. Count of hold buffers inserted by post-cts repair landed at 0.
==> cell families after synthesis <==
kind of cell	count (synthesis)	share of synthesized area, %
compound gates	116	7.691
xor+xnor	31	2.834
fa+ha+maj	6	0.7835
buf+inv	50	2.559
flops	231	67.17
mux	79	9.062
other cells	1	0.03914
simple gates	171	9.859
==> stage by stage <==
stage                     setup slack [ns]  util, %  hold slack (ns)  cells
after floorplan                      8.189        -           0.3312    685
after global placement               8.551    56.52           0.3399    980
after detailed placement             8.518    56.52           0.3378    980
